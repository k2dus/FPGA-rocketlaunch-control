**flow/design.v**
```verilog
module top (clk, btn, num, led, reset);
    input clk, btn, reset;
    output reg led;
    output reg [3:0] num;  
    reg [1:0] state;
    parameter [1:0] INIT     = 2'b00; 
    parameter [1:0] COUNTDOWN = 2'b01;
    parameter [1:0] LAUNCH   = 2'b10;
    initial begin
        state = INIT;
     end
    always@(posedge clk) begin
            case (state)
                INIT: begin
                    num <= 4'd9;
                    led <= 0;
                    if (btn) state <= COUNTDOWN;
                end
                COUNTDOWN: begin
                    if (num == 0) begin
                        state <= LAUNCH;
                    end else begin
                        num <= num - 4'd1;
                    end
                    if (reset) state <= INIT;
                end
                LAUNCH: begin
                    led <= 1;
                    if (reset) state <= INIT;
                end
                default: state <= INIT;
            endcase
        end
endmodule
module num_to_7seg(num, seg7);
    input [3:0] num;
    output reg [6:0] seg7;
    always @(*) begin
        case (num)
            4'd0: seg7 = 7'h7E;
            4'd1: seg7 = 7'h30;
            4'd2: seg7 = 7'h6D;
            4'd3: seg7 = 7'h79;
            4'd4: seg7 = 7'h33;
            4'd5: seg7 = 7'h5B;
            4'd6: seg7 = 7'h5F;
            4'd7: seg7 = 7'h70;
            4'd8: seg7 = 7'h7F;
            4'd9: seg7 = 7'h73;
            default: seg7 = 7'h00;
        endcase
    end
endmodule
module clk_div (clk_in, clk_out);
    input clk_in;
    output reg clk_out = 0;
    reg [22:0] counter = 0;
    parameter [22:0] max_count = 23'd6_000_000;
    always@(posedge clk_in) begin
        if (counter < max_count) begin
            counter <= counter + 1;
        end else begin
            clk_out <= !clk_out;
            counter <= 0;
        end
    end
endmodule
module countdown_system(
    input clk_in,      
    input reset,       
    input button,          
    output [6:0] seg7,     
    output led             
);
    wire clk_slow;         
    wire [3:0] count_num;  
    clk_div clock_divider(
        .clk_in(clk_in),
        .clk_out(clk_slow)
    );
    top main_controller(
        .clk(clk_slow),
        .btn(button),
        .num(count_num),
        .led(led),
        .reset(reset)
    );
    num_to_7seg display_driver(
        .num(count_num),
        .seg7(seg7)
    );
endmodule
```
**flow/run.sh**
```bash
#!/bin/bash
# OpenROAD 26Q1-2900-gdf79404cd8, Yosys 0.63+post, stock flow scripts
make -C /OpenROAD-flow-scripts/flow DESIGN_CONFIG=/design/flow/config.mk WORK_HOME=/design/flow/orfs finish
```
**flow/config.mk**
```make
export PLATFORM = sky130hd
export DESIGN_NAME = countdown_system
export DESIGN_NICKNAME = countdown_system
export VERILOG_FILES = /design/flow/design.v
export SDC_FILE = /design/flow/constraint.sdc
export NUM_CORES = 4
export LEC_CHECK = 1
export CORE_UTILIZATION = 30
```
**flow/constraint.sdc**
```tcl
current_design countdown_system

set clk_period 3.0
set clk_io_pct 0.2

create_clock -name clk0 -period $clk_period [get_ports {clk_in}]

set non_clock_inputs [all_inputs -no_clocks]
set_input_delay [expr $clk_period * $clk_io_pct] -clock clk0 $non_clock_inputs
set_output_delay [expr $clk_period * $clk_io_pct] -clock clk0 [all_outputs]
```
==> run notes <==
The synthesis and place-and-route flow finished, so here is a summary.

The flow ran to the end, and the final reports show no timing, DRC or antenna violations. The type recorded for the worst min-delay path is reg -> reg. The number of unconstrained endpoints came out at 29. The global route total overflow is 0. The leakage dissipation came out at ~0.79 nW. The yosys stat cell total is roughly 200. The DRC violation count after routing is 0. The kind of cell with the highest combined delay along the critical path is simple AND/OR/NAND/NOR gates. Among all cell types in the netlist, the one instantiated most often is sky130_fd_sc_hd__nor2_1. The mean instance size in the synthesized netlist is 9.232 sq um.

The wire length recorded after detailed routing is approximately 2.9 mm. The layout overhead on the synthesized area is 12.87%. The ratio of total power to cell area came out at 259.5 mW/mm^2. Sorting the Yosys area breakdown by cell type puts at the top sky130_fd_sc_hd__dfxtp_1.

Yosys attributes the largest share of cell area to sky130_fd_sc_hd__dfxtp_1 (33%), sky130_fd_sc_hd__edfxtp_1 (13%), sky130_fd_sc_hd__nor2_1 (7.2%). The post-synth register bit count is 38. The chip occupies 0.006410 sq mm.

In this run, post-CTS repair resized a total of 0 instances. The pin count of the biggest net entering global routing came out at 24. The global-route wire length before repair came out at about 5.2 mm. The root buffer cell is sky130_fd_sc_hd__clkbuf_8. The commonest register cell is sky130_fd_sc_hd__dfxtp_1. The horizontal die size is between 80 and 90 um. The maximum buffer depth of the clock tree is 2. The report counts max-capacitance violations totalling 0. Of the synthesized area, sequential elements account for a little under half.

The upper clock frequency limit is roughly 0.58 GHz. The total standard cell area after synthesis came out at ~0.0018 sq mm. In this run the critical path is formed by ha_1 -> nand2_1 -> or3_1 -> nor3_1 -> xnor2_1 -> nor2_1.

Measured along the y axis, the die boundary spans roughly 80 um. The initial antenna violation count came to 0. The timer found 14 register pins that no clock reaches; their paths are not timed. Per the detailed placement report, the placed cell area equals approximately 0.002 sq mm.

The number of warning messages in the yosys log came out at 3. The measured slew at the worst slew-check pin is between 0.6 and 0.7 ns. The final routed wire length divided by cell count is around 10 um. On the critical path, the stage with the largest delay is an instance of sky130_fd_sc_hd__or3_1. The placeable core area is 0.005886 sq mm. The count of filler cells inserted in the layout came out at between 600 and 700.

The insertion delay of the later-clocked pin in the worst-skew pair is 0.26 ns. TritonCTS created 3 clock buffers. The final critical-path required period is 1.733 ns. The final weighted congestion in routability-driven placement came out at about 0.83. The final design area excluding fillers is approximately 0.0021 sq mm.

The number of max-slew violations in the final report is 0. The initial detailed-routing violation count is 36. The number of enable flip-flop cells came out at 8. The number of search-and-repair iterations in the first detailed-routing pass is 4. In the global route stage, overall resource usage came out at about a tenth. The number of setup violations in the final report came out at 0.

The count of buffering cells on the critical path with inverters included is 0. In the final timing run, aggregate negative setup slack is 0 ns. Nets still carrying antenna violations after routing amount to 0.

The floorplan row count is 28. Once the floorplan was initialized, standard cells occupied slightly above 30% of the core. The routed via count divided by cell count is 4.576.

The count of buffers from port buffering is 10. The clock transition at the registers of the reported paths is 0.08 ns. The data arrival time of the critical path came out at around 1.9 ns. The proportion of layout cells with a drive suffix above 1 is just under 7%. The area share of the leading cell type in the synthesized netlist came out at 32.85%. In this run the number of H-tree levels came out at 1. The required time at the worst-slack endpoint came out at 3.15 ns. The maximum cell stage delay along the critical path came out at 0.41 ns. STA classifies the critical path startpoint as a register. The synthesis run shows the most used standard cells to be sky130_fd_sc_hd__nor2_1 (35), sky130_fd_sc_hd__dfxtp_1 (30), sky130_fd_sc_hd__nand2_1 (16), sky130_fd_sc_hd__xor2_1 (13), sky130_fd_sc_hd__nand3_1 (11). For this run the detailed placement stage logged an HPWL of around 2.1 mm.

The critical path start-end classification is reg -> reg. The post-placement cell count came out at approximately 280. The count of cells in the finished layout, fillers not included, comes to between 200 and 300. Setup repair after global routing left no endpoint under its margin.

The cell count after synthesis came out at slightly below 200. The ratio of final minimum period to clock period is 57.77%. The largest driver fanout on the critical path came out at 6.

The number of global-route vias before repair came out at around 1200. The post-cts hold-fix buffer tally is 0. The count of cell types in the netlist came out at approximately 40.

TritonCTS built the clock tree. The maximum VDD drop is 222.7 uV. The share of synthesized registers carrying an async set or reset came out at 0%. STA classifies the critical path endpoint as a register. The count of endpoints failing hold in the final timing report came out at 0. For this run, the chip area from Yosys synthesis comes to between 0.0015 and 0.002 sq mm. The worst pin sits at a relative slew slack of a little over half. The setup skew after layout is ~0.0024 ns. The I/O pin count came out at 11.

The antenna cell count came out at 0. The count of buffers added by post-CTS timing repair for setup came out at 0. Detailed routing inserted a total of ~1300 vias.

The OpenROAD warning count is 31.
[state kept, by name, indices dropped and copies added, names as in the netlist]
name                   cells
clock_divider.clk_out      1
clock_divider.counter     23
seg7                       7
main_controller.state      2
main_controller.num        4
main_controller.led        1
[area by class of cell]
type / count / area (sq um) / area share (%)
multi-input combinational: 147 / 935.9 / 45.36
sequential: 38 / 840.8 / 40.75
timing repair buffer: 11 / 107.6 / 5.215
tap: 75 / 93.84 / 4.548
clock buffer: 4 / 55.05 / 2.668
inverter: 8 / 30.03 / 1.455
[logic make-up after synthesis]
kind of cell | count (synthesis) | share of synthesized area [%]
and+or+nand+nor | 94 | 25.74
DFF | 38 | 46.00
xor gates and xnor gates | 22 | 10.54
AOI/OAI and AO/OA | 20 | 7.666
buffers and inverters | 13 | 2.806
adders and majority gates | 9 | 6.160
muxes | 2 | 1.095
[cells in the final DEF, fill, tap and decap left out, types with 2 or more instances in the layout]
cell,count
sky130_fd_sc_hd__nor2_1,35
sky130_fd_sc_hd__dfxtp_1,30
sky130_fd_sc_hd__nand2_1,16
sky130_fd_sc_hd__xor2_1,13
sky130_fd_sc_hd__nand3_1,11
sky130_fd_sc_hd__clkdlybuf4s50_1,10
sky130_fd_sc_hd__xnor2_1,9
sky130_fd_sc_hd__ha_1,9
sky130_fd_sc_hd__inv_1,8
sky130_fd_sc_hd__edfxtp_1,8
sky130_fd_sc_hd__nand4_1,7
sky130_fd_sc_hd__nor3_1,6
sky130_fd_sc_hd__o21ai_0,5
sky130_fd_sc_hd__clkbuf_8,4
sky130_fd_sc_hd__and3_1,3
sky130_fd_sc_hd__and2_1,3
sky130_fd_sc_hd__a21oi_1,2
sky130_fd_sc_hd__mux2i_1,2
sky130_fd_sc_hd__nor2b_1,2
sky130_fd_sc_hd__a21o_2,2
sky130_fd_sc_hd__o211ai_1,2
sky130_fd_sc_hd__or2_2,2
[per-layer routing]
layer	track usage (%)	vias up	share of wire, %
li1	-	691	-
met1	13.98	592	52
met2	17.44	10	46
met3	0.6920	2	1.7
met4	1.607	0	0.35
met5	0	-	0
[through the flow]
step           worst slack, ns  total power [W]  utilization [%]  hold slack [ns]
3_3_place_gp             1.316        0.0003314            34.12           0.4327
4_1_cts                  1.268        0.0005442            35.06           0.4462
6_report                 1.267        0.0005354            35.06           0.4418
5_1_grt                  1.078        0.0005562            35.06           0.4786
3_5_place_dp             1.279        0.0003314            34.12           0.4303
2_1_floorplan            1.381        0.0003286                -           0.4089
[final timing paths]
| kind | from | to | slack (ns) | cells after the start |
|---|---|---|---|---|
| setup / recovery | clock_divider.counter[0] | clock_divider.counter[18] | 1.27 | 6 |
| hold / removal | clock_divider.counter[22] | clock_divider.counter[21] | 0.44 | 1 |
| setup reg to reg | clock_divider.counter[0] | clock_divider.counter[18] | 1.27 | 6 |
| hold reg to reg | clock_divider.counter[22] | clock_divider.counter[21] | 0.44 | 1 |
[report_power, final]
group / switching, W / leakage, nW / internal (W)
logic: 0.000000887 / 0.438 / 0.00000269
clock network: 0.0000947 / 0.0288 / 0.000117
registers: 0 / 0.324 / 0.000320
total: 0.0000956 / 0.791 / 0.000440
No activity file was given, so power comes from the tool's default toggle rates.
